==> ./design.v <==
`timescale  1ns/1ns 
module alu(
    A, B, ALUctr, shamt,
    ALU, Zero, carrier
);
input   [31:0]          A;                   
input   [31:0]          B;                   
input   [3:0]           ALUctr;       
input   [4:0] shamt;        
output  [31:0]          ALU;                   
output                  carrier;   
output                  Zero;            
reg     [32:0]          tmp; 
assign  ALU = tmp[31:0] ;
assign  carrier = (tmp[32]==1) ? 1 : 0 ;
assign  Zero = (tmp[31:0]==0) ? 1 : 0 ;
always  @( * )
	case (ALUctr)
		4'b0010 : tmp = {A[31], A} + {B[31], B} ; 
		4'b0110 : tmp = {A[31], A} - {B[31], B}; 
		4'b0001 : tmp = {A[31], A} | {B[31], B};  
		4'b0000 : tmp = {A[31], A} & {B[31], B}; 
		4'b0011 : tmp = ~({A[31], A} | {B[31], B});  
		4'b0100 : tmp = (A<B)? 1:0;  
		4'b1000 : tmp = {0,A} << shamt;
		4'b1001 : tmp = {0,A} >> shamt;
		4'b0101 : tmp = {1'b0,A};
		4'b0111 : tmp = {1'b0,B};  
		default : tmp = B;
	endcase
endmodule  
==> ./run.sh <==
#!/bin/bash
# OpenROAD 26Q1-2900-gdf79404cd8, Yosys 0.63+post, stock flow scripts
make -C /OpenROAD-flow-scripts/flow DESIGN_CONFIG=/design/flow/config.mk WORK_HOME=/design/flow/orfs finish
==> ./config.mk <==
export PLATFORM = sky130hd
export DESIGN_NAME = alu
export DESIGN_NICKNAME = alu
export VERILOG_FILES = /design/flow/design.v
export SDC_FILE = /design/flow/constraint.sdc
export NUM_CORES = 4
export LEC_CHECK = 1
export CORE_UTILIZATION = 30
==> ./constraint.sdc <==
current_design alu

set clk_period 14.7
set clk_io_pct 0.2

create_clock -name clk0 -period $clk_period

set non_clock_inputs [all_inputs -no_clocks]
set_input_delay [expr $clk_period * $clk_io_pct] -clock clk0 $non_clock_inputs
set_output_delay [expr $clk_period * $clk_io_pct] -clock clk0 [all_outputs]
==> commit_impl_results.txt <==
Refresh implementation metrics

* Result of the run: finished, final reports clean
- Slowest CP cell: sky130_fd_sc_hd__clkdlybuf4s50_1
- Area share of and/or/nand/nor cells after synthesis: 0.2296
* Critical path, cell by cell: clkdlybuf4s50_1, inv_1, ha_1, nor2_1, a2111oi_0, o311ai_0, o211ai_1, o21ai_0, a311oi_1, o211ai_1, o221a_2, nor4_1, nand4b_1, nor4_2, clkdlybuf4s50_1
- Measured against the total synthesized area, the mux share comes to 0.1853.
- Die Span Y: approximately 190 um
- Die Outline Area: approximately 37000 um2
* Total GRT Usage: 0.3365
* Setup violation total in the final timing report: 0
- CP Data Required Time: 11.76 ns
- Data arrival, critical path: slightly below 9 ns
- Relative to the synthesized area, the layout overhead comes to 12.49%.
- I/O pin count: about 110
* Global-route wire length before repair: 89740 um
- Per STA, the worst path accumulates the most delay in the family AND-OR/OR-AND gates.
- Via count of the first global-routing pass: 12.77k
- In the Yosys stats the netlist draws on just under 90 distinct library cells.
- Core area: about 36000 um2
- Dominant kind of combinational cell: AND-OR/OR-AND gates
- The count of buffers added on input and output ports is 107.
- The internal portion of the total power is about 190 uW.
- Across all stage logs, warnings added up to roughly 97.
* Number of post-CTS setup repair buffers: 0
- The flow reported a cell area power density of 40.46 nW/um2.
* Worst relative slew slack: 0.3614
* Area fraction in full adders, half adders and majority gates: 0.1148
- For this configuration, the core starts out at a cell density of 0.3062.
- Unrepaired setup endpoints after global routing: no
- Counting the warning lines in the Yosys log gives 1.
- Share of cells above drive strength 1: 0.1054
- According to the cell report, flip-flops and latches in the layout number 0.
* Number of antenna violations at the first check in global routing: 1
- Mapped Avg Cell Area: just under 7 um2
- The script logs the ratio of routed vias to standard cells as between 6 and 7.
* Final critical-path required period: 11.87 ns
* Final WL: roughly 61000 um
- WHS: 6.917 ns
- Per the detail_route report, the via count comes to between 10k and 15k.
- The worst setup path is launched from an input pin.
- Among all cell types in the netlist, the one instantiated most often is sky130_fd_sc_hd__nor2_1.
* Net switching fraction of the power: 0.6231
* Final std cell area, no fill: roughly 12000 um2
* Remaining Overflow, GRT: 0
* Fraction of the mapped netlist area in compound gates: 0.3545
- Summed instance area of the synthesized netlist: 10920 um2
- The tool flagged a number of max-cap violations equal to 0.
- Per the timing report, the biggest fanout along the worst path comes to 14.
- WL per Instance: about 30 um
* Filler cell count in the final layout: 3860
* Pin count of the biggest net entering global routing: approximately 53
- Per the synthesis report, the XOR/XNOR share of the synthesized area is 0.01605.
- Synthesis handed over a netlist of 1598 instances.
- Static timing analysis puts the maximum clock frequency at roughly 84 MHz.
- Highest ir drop seen on vdd: 0.02778 mV
* Final hold violations: 0
- Worst Tran Pin Value: 0.9558 ns
- The horizontal die dimension reported for this design is between 150 and 200 um.
- In this run the remaining antenna-violating nets after routing total 0.
- Starting DRC count in detailed routing: about 1.6k
- Kind of end point of the critical path: output pin
- Detailed-router iteration count before antenna repair: 23
- The final weighted congestion recorded by global placement is 1.038.
- Area fraction of the dominant cell type after synthesis: 0.1112
- Post-synthesis chip area from yosys: about 11000 um2
- Summing all flip-flop and latch instances after layout gives 0 um2.
- The commonest cells after synthesis are 155 x sky130_fd_sc_hd__nor2_1, 127 x sky130_fd_sc_hd__nand2_1, 102 x sky130_fd_sc_hd__a21oi_1.
* Number of clock buffers in the layout: 0
- In the finished design, the share of the clock period the worst path needs comes to 0.8076.
* Hold crit path type: in2out
- Post-Route Setup TNS: 0 ns
* Slowest Stage Delay on Critical Path: about 1.1 ns
- The setup path with the least slack is of type in2out.
* Part of the Yosys area used for sequential elements: 0
- The power report puts the leakage power at ~4.7 nW.
- Once the clock tree was built, the resizer swapped 0 gates to a different size.
- Crit path buffers/inverters: 3
* DP Wirelength: about 47000 um
- Hold_buf cts: 0
* Yosys stat cell total: around 1.6k
* Top area cells in the synthesized netlist: sky130_fd_sc_hd__ha_1 11%, sky130_fd_sc_hd__mux4_2 8.9%, sky130_fd_sc_hd__mux2i_1 6.3%
* Cell type contributing the most total cell area after synthesis: sky130_fd_sc_hd__ha_1
* Post-DP Area: 12280 um2
- Switching power summed over all nets: around 310 uW
* DRC Markers: 0
- Number of rows created at floorplan: slightly below 70
* Final Max Slew Viols: 0
[per-stage QoR]
| stage | power [mW] | utilization | instances | worst slack [ns] |
|---|---|---|---|---|
| floorplan | 0.2947 | - | 1598 | 5.471 |
| global route | 0.5287 | 0.3443 | 2064 | 2.424 |
| finish | 0.4968 | 0.3444 | 2066 | 2.828 |
| CTS | 0.4846 | 0.3443 | 2064 | 2.962 |
| global placement | 0.4868 | 0.3443 | 2064 | 3.075 |
| detailed placement | 0.4825 | 0.3443 | 2064 | 2.993 |
[area by class of cell]
cell class                 count  area, um2  share of cell area
antenna                        2      5.005           0.0004075
inverter                     103      386.6             0.03148
multi-input combinational   1338       9856              0.8025
tap                          461      576.8             0.04697
timing repair buffer         162       1456              0.1186
[metal layers]
| metal | wire (um) | vias to the layer above | track usage |
|---|---|---|---|
| met5 | 0 | - | 0.008242 |
| met4 | 2426 | 0 | 0.1124 |
| met3 | 5824 | 119 | 0.06606 |
| met2 | 27460 | 837 | 0.5210 |
| met1 | 25600 | 6567 | 0.4678 |
| li1 | - | 6101 | - |
[power groups by stage]
| stage | registers, mW | clock network (mW) | logic, mW |
|---|---|---|---|
| 4_1_cts | 0 | 0 | 0.485 |
| 5_1_grt | 0 | 0 | 0.529 |
[cell families (layout without fill, tap and decap cells)]
logic type | after synthesis | count (layout)
AND-OR/OR-AND | 557 | 557
AND/OR/NAND/NOR | 519 | 519
buffers and inverters | 260 | 265
multiplexers | 143 | 143
adder cells (fa/ha/maj) | 99 | 99
XOR/XNOR | 20 | 20
other | 0 | 2
[final timing paths]
path | slack (ns) | to | from | cells past startpoint
setup / recovery | 2.83 | Zero | A[9] | 15
hold / removal | 6.92 | ALU[24] | B[24] | 4
[cells in the final DEF (no fill, tap or decap), drive strengths merged, types with 9 or more instances in the layout]
cell,n
nor2,155
nand2,127
inv,102
a21oi,102
o21ai,101
clkdlybuf4s50,100
ha,97
mux2i,69
buf,62
nor3,47
mux4,44
o211ai,38
nand3,38
mux2,30
a211oi,30
o22ai,29
nor4,28
a31oi,22
nand2b,19
o31ai,19
o21a,18
xnor2,18
nand4,17
a21o,16
and3,15
or3,14
a221oi,14
nor2b,13
a22oi,12
o221ai,12
o21bai,11
a32oi,11
o2111ai,10
or2,10
o311ai,9
Power and IR drop assume default switching activity.
