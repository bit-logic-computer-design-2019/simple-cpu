<file path="flow/run.sh">
#!/bin/bash
# OpenROAD 26Q1-2900-gdf79404cd8, Yosys 0.63+post, stock flow scripts
make -C /OpenROAD-flow-scripts/flow DESIGN_CONFIG=/design/flow/config.mk WORK_HOME=/design/flow/orfs finish
</file>
<file path="flow/config.mk">
export PLATFORM = sky130hd
export DESIGN_NAME = controller
export DESIGN_NICKNAME = controller
export VERILOG_FILES = /design/flow/design.v
export SDC_FILE = /design/flow/constraint.sdc
export NUM_CORES = 4
export LEC_CHECK = 1
export CORE_AREA = 10 10 76 76
export DIE_AREA = 0 0 86 86
</file>
<file path="flow/constraint.sdc">
current_design controller

set clk_period 3.2
set clk_io_pct 0.2

create_clock -name clk0 -period $clk_period

set non_clock_inputs [all_inputs -no_clocks]
set_input_delay [expr $clk_period * $clk_io_pct] -clock clk0 $non_clock_inputs
set_output_delay [expr $clk_period * $clk_io_pct] -clock clk0 [all_outputs]
</file>
<file path="flow/design.v">
module controller(
    opcode, funct, instruction,
    nPC_sel, RegWr, RegDst, ExtOp, ALUSrc, ALUctr, MemWr, MemtoReg, DMcut_sel
);
input [5:0] opcode, funct;    
input [31:0] instruction;    
output RegWr, RegDst, ALUSrc;
output [1:0] MemtoReg, DMcut_sel;
output [2:0] MemWr;
output reg [3:0] ALUctr;
output reg  [2:0] nPC_sel;
output reg [1:0] ExtOp;
wire add, sub, ori, lw, sw, beq;
wire lui, addi, addiu, and_, andi, bne, j,
jal, jr, lbu, lhu, ll, nor_, or_,
slt, slti, sltiu, sltu, sll, srl, sb,
sc, sh;
assign add = (opcode == 6'h00)&&(funct == 6'h20 || funct == 6'h21);
assign addi = (opcode == 6'h8);
assign addiu = (opcode == 6'h9);
assign sub = (opcode == 6'h00)&&(funct == 6'h22 || funct == 6'h23);
assign ori = (opcode == 6'hd);
assign lw = (opcode == 6'h23);
assign sw = (opcode == 6'h2b);
assign beq = (opcode == 6'h4);
assign lui = (opcode == 6'hf);
assign and_ = (opcode == 6'h0) && (funct == 6'h24);
assign andi = (opcode == 6'hc);
assign bne = (opcode == 6'h5);
assign j = (opcode == 6'h2);
assign jal = (opcode == 6'h3);
assign jr = (opcode == 6'h0) && (funct == 6'h8);
assign lbu = (opcode == 6'h24);
assign lhu = (opcode == 6'h25);
assign ll = (opcode == 6'h30);
assign nor_ = (opcode == 6'h0) && (funct == 6'h27);
assign or_ = (opcode == 6'h0) && (funct == 6'h25);
assign slt = (opcode == 6'h0) && (funct == 6'h2a);
assign slti = (opcode == 6'ha);
assign sltiu = (opcode == 6'hb);
assign sltu = (opcode == 6'h0) && (funct == 6'h2b);
assign sll = (opcode == 6'h0) && (funct == 6'h00);
assign srl = (opcode == 6'h0) && (funct == 6'h02);
assign sb = (opcode == 6'h28);
assign sc = (opcode == 6'h38);
assign sh = (opcode == 6'h29);
assign sw = (opcode == 6'h2b);
assign stop = (opcode == 6'h3f) && (funct == 6'h3f);
assign nop = (instruction == 32'd0);     
assign DMcut_sel[0] = lbu;
assign DMcut_sel[1] = lhu;
always @(*) begin
    if(add || lw || sw || addi || addiu || lbu || lhu || ll || sb || sc || sh)  
        ALUctr = 4'b0010;
    else if(nor_)  
        ALUctr = 4'b0011;
    else if(ori || or_)  
        ALUctr = 4'b0001;
    else if(sub || beq || bne)  
        ALUctr = 4'b0110;
    else if(slt || slti || sltiu || sltu)  
        ALUctr = 4'b0100;
    else if(jr)  
        ALUctr = 4'b0101;
    else if(lui)  
        ALUctr = 4'b0111;
    else if(and_ || andi)  
        ALUctr = 4'b0000;
    else if(sll)  
        ALUctr = 4'b1000;
    else if(srl)  
        ALUctr = 4'b1001;
    else if(stop || nop)
        ALUctr = 4'b1010;
end
assign RegDst = nor_|| or_|| slt || sltu || sll|| srl|| add || sub || and_;
assign RegWr = jal || lbu || lhu || ll || nor_ || or_ || slt || slti || sltiu || sltu || sll || srl || add || sub || ori || lw || lui || addi || addiu || and_ || andi || sc;
assign ALUSrc = lbu || lhu || ll || slti || sltiu || sb || sc || sh || bne || ori || lw || sw || lui || addi || addiu || andi;
always @(*) begin
    if(andi || addiu || ori)
        ExtOp = 2'b00;
    else if(lw || sw || addi || lbu || lhu || ll || slti || sltiu || sb || sc || sh || beq)
        ExtOp = 2'b01;
    else if(lui)
        ExtOp = 2'b10;
    else if(bne)
        ExtOp = 2'b11;
end
assign MemtoReg[0] = lw || lbu || lhu || ll || sc || stop || nop;    
assign MemtoReg[1] = jal || stop || nop;
assign MemWr[0] = sw || sc || stop || nop;   
assign MemWr[1] = sb || sc;
assign MemWr[2] = sh || stop || nop;
always @(*) begin
    if(beq)  
        nPC_sel = 3'b001;
    else if(bne)  
        nPC_sel = 3'b010;
    else if(j)
        nPC_sel = 3'b011;
    else if(jal)
        nPC_sel = 3'b100;
    else if(jr)
        nPC_sel = 3'b101;
    else if(stop)
        nPC_sel = 3'b110;
    else
        nPC_sel = 3'b000;
end
endmodule  
</file>
==> metrics.yaml <==
finalHoldWorstSlack_ns: 1.97
place_ws_ns: -0.230
worst-path-stages: 7
routed_wl_um: 3990
postPlaceCellArea_um2: 1830
crit_arrival_ns: 2.50
critPathLaunchType: "input pin"
path_cells: "clkdlybuf4s50_1, nand2_1, or3_1, or3_4, o21ai_4, a21o_1, clkdlybuf4s50_1"
drc_errors: 0
ff_type: "dlxtn_1"
p_clk_share_pct: 0
unclocked_pins: 6
edf_count: 0
vias: 1416
max_slew.worst_pin.slew_ns: 0.349
met3_usage_pct: 5.05
worst-setup-path-type: "in -> out"
hpwl_um: 3420
required_ns: 2.56
pwr_density_cell_nw_per_um2: 99.5
die_x_um: 86
hp-class: "in -> out"
combPwrFrac_pct: 94.9
drv_slew: 0
layout_setup_ws_ns: 0.0601
fp_util_pct: 23.8
syn_inst: 154
fp.dieH_um: 86
syn-cell-area_um2: 978
grt_usage_pct: 9.89
met2_usage_pct: 14.5
p_int_uw: 112
cap_violations: 0
hold_depth: 5
drtIter0Drc: 144
rows: 23
antenna_found_initial: 0
max_freq_mhz: 318
ys_ff: 6
detail-route-antenna-nets: 0
area_growth_pct: 89.3
path_buffers: 2
dieArea_um2: 7400
grt_pass1_wl_um: 6300
cp_top_family: "buffers and inverters"
finalClockPeriodUsage_pct: 98.1
cpPeakStageDelay_ns: 0.47
p_switching_uw: 71.8
portBuffers: 63
first_global_vias: 1392
untimed_endpoints: 12
n_antenna_cell: 0
finalNonFillerCells: 288
wire_per_inst_um: 13.9
synthArstFlopShare_pct: 0
io_pins: 63
layout-drive-gt1-share_pct: 20.2
fin_setup_tns_ns: 0
top_area_cell: "dlxtn_1"
setup_viol: 0
cp_common_cell: "clkdlybuf4s50_1"
final_hold_viol_count: 0
synth_cell_type_count: 44
slowest_stage: "clkdlybuf4s50_1"
yosysTopAreaCellShare_pct: 9.21
syn_area_per_cell_um2: 6.35
top_cells_by_count: "nand2_1, nor2_1, a21oi_1, nor4_1, buf_2"
final_cell_area_um2: 1850
warnings: 32
ir_drop_mv: 0.0363
synthTopCellsByArea: "dlxtn_1, nor4_1, nand2_1"
cellLeakagePower_uw: 0.000792
grt.met1_usage_pct: 13.2
gp_congestion: 0.898
status: "finished clean"
logic_area_um2: 774
sw_frac_of_total_pct: 38.9
max_slew_margin_pct: 76.6
fillers: 419
period_needed_ns: 3.14
grt_max_degree: 15
synth-area-yosys_um2: 978
ys_cells: 154
synth.most_common_cell: "nand2_1"
worst_setup_path_end_kind: "output pin"
register_area_um2: 90.1
rsz0062_at_grt: "no"
ys_warn_count: 4
drt_first_pass_iters: 4
coreArea_um2: 4120
crit_fanout: 4
seq_power_share_pct: 5.1
gr-total-overflow: 0
viasPerCell: 4.92
busiest_layer: "met2"
place_inst: 286
## routing by layer
| metal | vias to the layer above | wire length (um) |
|---|---|---|
| met5 | - | 0 |
| li1 | 732 | - |
| met1 | 611 | 1840 |
| met4 | 0 | 25 |
| met2 | 69 | 1590 |
| met3 | 4 | 531 |
## power by group through the flow
stage	Sequential, uW	Combinational, uW	Clock [uW]
after CTS	9.34	175	0
final	9.31	175	0
after global routing	9.46	191	0
## repair_timing
item,in CTS,in global routing
gates resized,17,1
hold buffers,0,0
pin swaps,1,0
buffers inserted,2,0
setup endpoints to repair,8,1
## cell usage in the layout, fill, tap and decap left out, types with 6 or more instances in the layout
cell             synthesis  layout
nand3_1                  7       7
clkdlybuf4s50_1          0      49
or3_1                    7       7
inv_1                    8       8
dlxtn_1                  6       6
nor2b_1                  6       6
nand2_1                 16      16
nor4_1                  10       9
a21oi_1                 10      10
buf_4                    3      35
nor2_1                  12      12
dlygate4sd2_1            0      13
## stage by stage
step | total power, uW | utilization [%]
after floorplan | 81.1 | -
after global placement | 187 | 44.5
after detailed placement | 187 | 44.5
after CTS | 184 | 44.9
after global routing | 200 | 45.0
final | 184 | 45.0
## layout make-up
class | count | area share, %
tap | 50 | 3.38
sequential | 6 | 4.86
inverter | 9 | 1.82
timing repair buffer | 99 | 48.1
multi-input combinational | 124 | 41.8
## final timing paths
| path | startpoint | endpoint | slack, ns |
|---|---|---|---|
| max | funct[2] | MemtoReg[0] | 0.06 |
| min | funct[5] | nPC_sel[2] | 1.97 |
## state kept, by name, indices dropped and copies added, names as in the netlist
signal and flops:
ExtOp 2, ALUctr 4
## kinds of logic after synthesis
logic type                 count (synthesis)  share of synthesized area (%)
adders and majority gates                  1                           1.02
AOI/OAI and AO/OA                         41                           28.9
latches                                    6                           9.21
and+or+nand+nor                           80                           45.9
xor gates and xnor gates                   1                          0.895
muxes                                      1                           1.02
buffers and inverters                     24                           13.0
Power and IR drop assume default switching activity.
