==> run.sh <==
#!/bin/bash
# OpenROAD 26Q1-2900-gdf79404cd8, Yosys 0.63+post, stock flow scripts
make -C /OpenROAD-flow-scripts/flow DESIGN_CONFIG=/design/flow/config.mk WORK_HOME=/design/flow/orfs finish
==> config.mk <==
export PLATFORM = sky130hd
export DESIGN_NAME = npc
export DESIGN_NICKNAME = npc
export VERILOG_FILES = /design/flow/design.v
export SDC_FILE = /design/flow/constraint.sdc
export NUM_CORES = 4
export LEC_CHECK = 1
export CORE_UTILIZATION = 40
==> constraint.sdc <==
current_design npc

set clk_period 17.6
set clk_io_pct 0.2

create_clock -name clk0 -period $clk_period

set non_clock_inputs [all_inputs -no_clocks]
set_input_delay [expr $clk_period * $clk_io_pct] -clock clk0 $non_clock_inputs
set_output_delay [expr $clk_period * $clk_io_pct] -clock clk0 [all_outputs]
==> design.v <==
module npc(
    Imm, nPC_sel, Zero, PC, JumpAddr, BusA,
    NPC
); 
    input [31:0] Imm;
    input [2:0] nPC_sel;
    input Zero;
    input [31:0] PC, BusA;
    input [25:0] JumpAddr;
    output reg [31:0] NPC;  
always @(*) begin
    if (nPC_sel == 3'b001 && Zero == 1)
        NPC = PC + 1 + Imm;
    else if (nPC_sel == 3'b010 && Zero == 0)
        NPC = PC + 1 + Imm;
    else if (nPC_sel == 3'b011)  
        NPC = JumpAddr;
    else if (nPC_sel == 3'b100)  
        NPC = JumpAddr;
    else if (nPC_sel == 3'b101)  
        NPC = BusA;
    else if (nPC_sel == 3'b110)
        NPC = PC;
    else
        NPC = PC + 1;
end
endmodule
==> impl_metrics.env <==
# flow metrics
export IMPL_synthTopLogicFamily="AND-OR/OR-AND gates"
export IMPL_worst_slew_pin_transition_ns=0.7758
export IMPL_routed_length_per_placed_instance_um=17.04
export IMPL_first_iter_violations=278
export IMPL_largest_net_degree_at_the_start_of_global_routing=38
export IMPL_synth_distinct_cells=69
export IMPL_power_static_leakage_nw=2.078
export IMPL_series_of_cell_instances_along_the_critical_path="clkdlybuf4s50_1 -> ha_1 -> nand3_1 -> or2_2 -> nor2b_1 -> xor2_1 -> ha_1 -> and2_1 -> a41oi_1 -> o41ai_1 -> a31oi_1 -> or4_1 -> nand4_1 -> clkdlybuf4s50_1"
export IMPL_hpwlAfterDp_um=11690
export IMPL_dr_pass1_iters=6
export IMPL_worst_voltage_drop_across_the_vdd_grid_v=0.00001731
export IMPL_holdCritPathClass="input port to primary output"
export IMPL_grt_first_pass_wirelength_um=23180
export IMPL_fillerInstances=905
export IMPL_chip_footprint_sq_um=10250
export IMPL_floorplan_initialDensity=0.4203
export IMPL_synth_top_cell_area_share=0.1239
export IMPL_floorplan_die_height_um=101.2
export IMPL_dieWidth_um=101.2
export IMPL_final_non_filler_cell_area_sq_um=5549
export IMPL_power_switching_share=0.4737
export IMPL_placement_io_buffers=158
export IMPL_cts_hold_buf=0
export IMPL_pwr_share_comb=1.000
export IMPL_synth_stat_cells=602
export IMPL_initial_antenna_violation_count=0
export IMPL_fmax_ghz=0.08464
export IMPL_layout_area_overhead_vs_synth_pct=40.88
export IMPL_mean_post_synth_cell_area_sq_um=6.543
export IMPL_most_common_cell="sky130_fd_sc_hd__a21oi_1"
export IMPL_ys_chip_area_sq_um=3939
export IMPL_register_area_sq_um=0
export IMPL_start_kind="input port"
export IMPL_relSlewSlack=0.4815
export IMPL_xor_share=0.1557
export IMPL_rsz_0062_raised_after_global_routing="false"
export IMPL_avgViaCountPerCell=5.737
export IMPL_final_setup_worst_slack_ns=5.785
export IMPL_fraction_of_layout_cells_with_a_size_suffix_above_1=0.03978
export IMPL_power_frac_clock=0
export IMPL_globalRouteTotalUtil=0.2870
export IMPL_fin_setup_tns_ns=0
export IMPL_period_minus_slack_ns=11.81
export IMPL_compound_area_frac=0.3733
export IMPL_maxCapViolations=0
export IMPL_ys_top_cells_by_count="sky130_fd_sc_hd__a21oi_1, sky130_fd_sc_hd__nand2_1, sky130_fd_sc_hd__nor2_1, sky130_fd_sc_hd__ha_1, sky130_fd_sc_hd__xnor2_1"
export IMPL_std_cell_rows=35
export IMPL_cts_setup_buffers=0
export IMPL_gp_routability_congestion=0.9600
export IMPL_netSwitchingPower_w=0.00007665
export IMPL_number_of_gates_resized_after_cts=0
export IMPL_worst_path_largest_cell_delay_ns=0.58
export IMPL_clkbuf_count=0
export IMPL_synth_warnings=1
export IMPL_yosys_area_share_simple=0.2675
export IMPL_synth_largest_area_cell="sky130_fd_sc_hd__ha_1"
export IMPL_power_frac_seq=0
export IMPL_whs_ns=8.034
export IMPL_routed_wire_length_um=14620
export IMPL_worst_path_max_delay_cell="sky130_fd_sc_hd__clkdlybuf4s50_1"
export IMPL_yosys_top_cells_area="sky130_fd_sc_hd__ha_1, sky130_fd_sc_hd__a21oi_1, sky130_fd_sc_hd__xnor2_1"
export IMPL_post_synth_fa_ha_maj_area_fraction=0.1290
export IMPL_dpl_instance_area_sq_um=5549
export IMPL_placeableCoreArea_sq_um=9371
export IMPL_num_io_pins=158
export IMPL_global_route_overflow_total=0
export IMPL_post_placement_worst_setup_slack_ns=5.859
export IMPL_cp_arrival_ns=8.29
export IMPL_min_period_over_period=0.6713
export IMPL_n_antenna_cell=0
export IMPL_power_per_cell_area_nw_per_um2=29.16
export IMPL_seq_area_frac_synth=0
export IMPL_path_class="input port to primary output"
export IMPL_report_final_hold_viol_count=0
export IMPL_intPower_w=0.00008516
export IMPL_cp_required_ns=14.08
export IMPL_route_vias_total=4922
export IMPL_timing_critical_path_to_type="primary output"
export IMPL_critical_path_peak_fanout=10
export IMPL_netlist_area_sq_um=3939
export IMPL_timing_final_max_slew_violations=0
export IMPL_setup_viol=0
export IMPL_postRouteAntennaNets=0
export IMPL_outcome="finished, final reports clean"
export IMPL_synth_area_mux_share=0.007624
export IMPL_drt_drc_violations_left=0
export IMPL_number_of_sequential_cells_in_the_layout=0
export IMPL_syn_instance_count=602
export IMPL_first_global_vias=4546
export IMPL_log_warnings=40
stage by stage:
step           std cells  total power (W)    util
4_1_cts              858        0.0001609  0.5921
5_1_grt              858        0.0001781  0.5921
2_1_floorplan        602       0.00008638       -
3_3_place_gp         858        0.0001597  0.5921
6_report             858        0.0001618  0.5921
3_5_place_dp         858        0.0001596  0.5921
power groups by stage:
stage | registers (W) | logic [W] | clock network [W]
after CTS | 0 | 0.000161 | 0
after global routing | 0 | 0.000178 | 0
final | 0 | 0.000162 | 0
critical path, delay by kind of cell:
kind	cells	cell delay [ns]
compound gates	3	1.04
xor+xnor	1	0.13
fa+ha+maj	2	0.68
buf+inv	2	1.04
simple gates	6	1.87
cells by family after synthesis:
| group | Yosys count |
|---|---|
| compound gates | 227 |
| xor+xnor | 70 |
| fa+ha+maj | 40 |
| buf+inv | 54 |
| mux | 3 |
| simple gates | 208 |
cell usage in the layout (no fill, tap or decap), drive strengths merged, types with 6 or more instances in the layout:
cell           count
and2               7
xor2              31
o211ai             8
nand2             60
and4               6
o21ai             39
o21bai             9
buf                8
nor3              14
a22oi              6
nand4             16
nand3             24
nor2              51
or3                6
clkdlybuf4s50    158
inv               15
xnor2             39
a21o              10
nor2b              7
ha                39
a21oi             72
o22ai              9
a211oi            31
metal layers:
metal | share of wire | wire (um) | up-vias | global-route usage
met1 | 0.51 | 7424 | 2236 | 0.4488
met4 | 0.0049 | 71 | 0 | 0.01226
met3 | 0.052 | 758 | 6 | 0.009804
li1 | - | - | 2518 | -
met2 | 0.44 | 6366 | 162 | 0.4600
met5 | 0 | 0 | - | 0
worst paths after layout:
kind | to | cells past startpoint | from | slack, ns
setup / recovery | NPC[30] | 14 | PC[0] | 5.79
hold / removal | NPC[8] | 4 | JumpAddr[8] | 8.03
area by class of cell:
type,instances,area [sq um],area share
timing repair buffer,166,1642,0.2958
tap,129,161.4,0.02909
inverter,15,56.30,0.01015
multi-input combinational,548,3690,0.6649
Power figures rest on the tool's default switching activity, not on a simulated workload.
